**./config.mk**
```make
export PLATFORM = sky130hd
export DESIGN_NAME = rail_monitor
export DESIGN_NICKNAME = rail_monitor
export VERILOG_FILES = /design/flow/design.v
export SDC_FILE = /design/flow/constraint.sdc
export NUM_CORES = 4
export LEC_CHECK = 1
export CORE_AREA = 10 10 103 103
export DIE_AREA = 0 0 113 113
```
**./constraint.sdc**
```tcl
current_design rail_monitor

set clk_period 2.4
set clk_io_pct 0.2

create_clock -name clk0 -period $clk_period [get_ports {i_clk}]

set non_clock_inputs [all_inputs -no_clocks]
set_input_delay [expr $clk_period * $clk_io_pct] -clock clk0 $non_clock_inputs
set_output_delay [expr $clk_period * $clk_io_pct] -clock clk0 [all_outputs]
```
**./design.v**
```verilog
module rail_monitor #(
	parameter STARTUP_DELAY = 0,
	parameter ERROR_DELAY = 0
	)
	(
	input i_clk,
    input i_voltageGood,
    input i_currentGood,
    output o_railGood,  
    output o_voltageFault,   
    output o_currentFault   
);
reg r_voltageFault = 0;
reg r_currentFault = 0;
reg r_enabled = 0; 
reg [11:0] r_startupCounter = 0;
reg [11:0] r_voltageErrorCounter = 0;
reg [11:0] r_currentErrorCounter = 0;
wire w_railGood;
assign w_railGood = ~r_voltageFault && ~r_currentFault;
assign o_railGood = w_railGood && r_enabled;
assign o_voltageFault = r_voltageFault;
assign o_currentFault = r_currentFault;
always @(posedge i_clk) begin
	if (i_voltageGood && i_currentGood && ~r_enabled) begin
		r_startupCounter <= r_startupCounter + 1;
	end else begin
		r_startupCounter <= 0;
	end
	if(r_startupCounter > STARTUP_DELAY) begin
		r_enabled <= 1'b1;
	end else begin
		r_enabled <= r_enabled;
	end	
	if (r_enabled && ~i_voltageGood && ~r_currentFault) begin
		r_voltageErrorCounter <= r_voltageErrorCounter + 1;
	end else begin
		r_voltageErrorCounter <= 0;
	end
	if (r_voltageErrorCounter > ERROR_DELAY) begin
		r_voltageFault <= 1'b1;
	end else begin
		r_voltageFault <= r_voltageFault;
	end
	if (r_enabled && ~i_currentGood && ~r_voltageFault) begin
		r_currentErrorCounter <= r_currentErrorCounter + 1;
	end else begin
		r_currentErrorCounter <= 0;
	end
	if (r_currentErrorCounter > ERROR_DELAY) begin
		r_currentFault <= 1'b1;
	end else begin
		r_currentFault <= r_currentFault;
	end
end
endmodule
```
**./run.sh**
```bash
#!/bin/bash
# OpenROAD 26Q1-2900-gdf79404cd8, Yosys 0.63+post, stock flow scripts
make -C /OpenROAD-flow-scripts/flow DESIGN_CONFIG=/design/flow/config.mk WORK_HOME=/design/flow/orfs finish
```
==> results.cfg <==
; generated from flow reports
[run_status]
status = finished, final reports clean

[timing]
rsz0062_at_grt = no
final-hold-violation-count = 0
whs_ps = 472
max_freq_mhz = 524
setup_tns_ps = 0
fin_crit_sh = 0.795
min_period_ps = 1910
slew_violations = 0
setup_violations = 0
fin_ws_ps = 491
skew_ps = 7.90

[place]
place_area_um2 = 1960
dpl.hpwl_mm = 2.28
port_buffers = 5
dp_slack_ps = 624
gp_congestion = 0.806

[cts]
post-cts-setup-buffers = 0
cts_sinks = 39
clockBufferDepth = 2
postCtsResizedCells = 0
clk_pin_slew_ps = 80
cts_tree = yes
clkLatencyLatePin_ps = 290
htree_levels = 2
root_buffer = clkbuf_8
cts_made_buffers = 5
ctsHoldBuffers = 0

[route]
diodes = 0
vias_per_cell = 4.52
ant_nets = 0
drtIter0Drc = 62
drt-wirelength-per-cell_um = 10.4
num_vias = 1416
route.detailed.drc = 0
drt-total-wl_mm = 3.26
dr.pass1.iters = 4

[floorplanning]
rows = 33
die-area_um2 = 12800
coreArea_um2 = 8300
pin_count = 6
die_height_um = 113
fp.dieW_um = 113
fp_util = 0.216

[synth]
synth.distinct_cells = 33
synth_cells = 197
syn_area_per_cell_um2 = 9.08
ys_warn_count = 1
syn_area_um2 = 1790
yosysChipArea_um2 = 1790
yosysCellCount = 197
seq_area_frac_synth = 0.453
ys_ff = 39

[power_and_ir_drop]
ir_worst_vdd_mv = 0.212
power_frac_clock = 0.384
p_switching_w = 0.000242
intPower_w = 0.000867
switching_share = 0.218
p_comb_frac = 0.019
p_seq_frac = 0.597
p_leak_nw = 0.612
power_density_nw_per_um2 = 542

[cells_and_area]
final_util = 0.246
drive_gt1_frac = 0.0577
mi_logic_area_um2 = 923
fillerInstances = 875
fin_area_um2 = 2040
regArea_um2 = 811
syn2layout_area_growth_pct = 14.3

[critical_path]
crit_path_max_fanout = 4
worstPathRequired_ps = 1920
cp_slowest_stage_delay_ps = 490
crit_chain = nor3b_1 > clkdlybuf4s50_1
cp_slowest_cell = clkdlybuf4s50_1
cp-end-kind = output pin
cp-start-kind = register
crit_arrival_ps = 1430
worstSetupPathType = reg2out

[global_routing]
grt_overflow_total = 0
grt_use_total = 0.0475
antenna_found_initial = 0
grt_pass1_vias = 1115
grt_pass1_wl_mm = 5.26
grt_max_degree = 13

[run]
maxCapViolCount = 0
tool_warnings = 28

[min_path]
min_path_type = reg2reg
metrics by stage:
stage | instances | total power (W)
after global placement | 305 | 0.000699
after detailed placement | 305 | 0.000699
after global routing | 313 | 0.00116
after CTS | 313 | 0.00113
final | 313 | 0.00111
after floorplan | 199 | 0.000688
worst paths after layout:
check,startpoint,slack [ps],end,cells after the start
setup / recovery,r_voltageFault,490,o_railGood,2
hold / removal,r_startupCounter[11],470,r_startupCounter[11],2
setup reg to reg,r_currentErrorCounter[0],790,r_currentErrorCounter[10],4
hold reg to reg,r_startupCounter[11],470,r_startupCounter[11],2
cells in the mapped netlist:
cell type / count / area [um^2]
nand2_1: 10 / 37.5
nand3_2: 1 / 10.0
a21oi_1: 17 / 85.1
nand2b_1: 1 / 6.26
nand3_1: 15 / 75.1
clkbuf_2: 1 / 5.00
inv_1: 12 / 45.0
xor2_1: 4 / 35.0
nor3b_1: 3 / 22.5
nor4b_1: 3 / 26.3
nand4_4: 1 / 21.3
or3b_2: 2 / 17.5
xnor2_1: 5 / 43.8
o21a_1: 4 / 30.0
nand3b_1: 1 / 7.51
nor2_1: 11 / 41.3
o21ai_0: 7 / 35.0
mux2i_1: 2 / 20.0
or3_1: 6 / 37.5
or4_1: 10 / 75.1
nor3_1: 6 / 30.0
and3b_1: 1 / 8.76
edfxtp_1: 3 / 90.1
clkbuf_1: 2 / 7.51
dfxtp_1: 36 / 721
ha_1: 6 / 75.1
nand4_1: 6 / 37.5
o31ai_1: 10 / 75.1
conb_1: 1 / 3.75
buf_2: 1 / 5.00
and2_1: 4 / 25.0
nor4_1: 4 / 25.0
and4_1: 1 / 8.76
cells in the final DEF (no fill, tap or decap), types with 4 or more instances in the layout:
cell | synthesis | final
xnor2_1 | 5 | 5
inv_1 | 12 | 12
clkdlybuf4s50_1 | 0 | 5
nand4_1 | 6 | 6
ha_1 | 6 | 6
a21oi_1 | 17 | 17
or4_1 | 10 | 10
nor2_1 | 11 | 11
or3_1 | 6 | 6
o21ai_0 | 7 | 7
o31ai_1 | 10 | 10
clkbuf_8 | 0 | 5
nor3_1 | 6 | 6
and2_1 | 4 | 4
dfxtp_1 | 36 | 36
nand3_1 | 15 | 15
nor4_1 | 4 | 4
o21a_1 | 4 | 4
xor2_1 | 4 | 4
nand2_1 | 10 | 10
flip-flops by register name, summed over array words and instances (netlist names):
register               cells
r_startupCounter          12
r_currentFault             1
r_voltageFault             1
r_voltageErrorCounter     12
r_currentErrorCounter     12
r_enabled                  1
routing by layer:
| metal | routed length, um | up-vias | GRT usage |
|---|---|---|---|
| li1 | - | 739 | - |
| met1 | 1730 | 650 | 0.0688 |
| met2 | 1360 | 22 | 0.0691 |
| met3 | 119 | 5 | 0.0139 |
| met4 | 54 | 0 | 0.00846 |
| met5 | 0 | - | 0 |
area by class of cell:
type,count,area share
clock buffers,5,0.0337
clock inverters,3,0.00734
inverters,12,0.0220
multi-input cells,144,0.452
flip-flops and latches,39,0.397
well taps,105,0.0643
repair buffers,5,0.0245
cell families (layout without fill, tap and decap cells):
kind of cell,count (synthesis),after routing,synth area share
simple gates,86,86,0.287
buf+inv,16,25,0.0350
compound gates,38,38,0.126
xor+xnor,9,9,0.0441
fa+ha+maj,6,6,0.0420
flops,39,39,0.453
mux,2,2,0.0112
other cells,1,3,0.00210
power groups by stage:
| stage | registers [W] | clock network, W | logic [W] |
|---|---|---|---|
| 4_1_cts | 0.000662 | 0.000443 | 0.0000220 |
| 6_report | 0.000662 | 0.000425 | 0.0000213 |
| 5_1_grt | 0.000663 | 0.000470 | 0.0000241 |
critical path: cells and delay by family, from the launching register on:
| family | cells | cell delay [ps] |
|---|---|---|
| buffers and inverters | 1 | 490 |
| flip-flops | 1 | 440 |
| AND/OR/NAND/NOR | 1 | 210 |
No activity file was given, so power comes from the tool's default toggle rates.
