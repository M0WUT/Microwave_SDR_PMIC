==> flow/design.v <==
module uart_tx
(
	input			i_clock,
	input 			i_txBegin,
	input[7:0]		i_txData,
	output 			o_txBusy,
	output reg		o_txSerial,
	output 			o_txDone
);
parameter 		CLOCKS_PER_BIT = 10; 
parameter 		s_IDLE = 0;
parameter 		s_DATABITS = 1;
parameter 		s_DONE = 2;
reg[3:0]		r_bitCounter = 0;  
reg[9:0]		r_txData = 0;  
reg[2:0]		r_state = s_IDLE; 
reg[15:0] 		r_clockCounter = 0;
assign o_txBusy = !(r_state == s_IDLE); 
assign o_txDone = (r_state == s_DONE);
always @ (posedge i_clock)
begin
	case (r_state)
		s_IDLE:
		begin
			o_txSerial <= 1;
			r_bitCounter <= 0;
			r_clockCounter <= 0;
			if(i_txBegin == 1)  
			begin
				r_txData <= {1'b1, i_txData[7:0], 1'b0};  
				r_state <= s_DATABITS;
				r_bitCounter <= 0;
			end
			else
				r_state <= s_IDLE;
		end  
		s_DATABITS:
		begin
			o_txSerial <= r_txData[r_bitCounter];
			if(r_clockCounter < CLOCKS_PER_BIT)
			begin
				r_state <= s_DATABITS;
				r_clockCounter <= r_clockCounter + 1;
			end
			else
			begin
				if(r_bitCounter < 'd9)
				begin
					r_bitCounter <= r_bitCounter + 1;
					r_clockCounter <= 0;
				end
				else
				begin
					r_state <= s_DONE;
					r_clockCounter <= 0;
				end
			end			
		end  
		s_DONE:
		begin
			o_txSerial <= 1;
			r_state <= s_IDLE;
		end  
	endcase
end 	
endmodule
==> flow/run.sh <==
#!/bin/bash
# OpenROAD 26Q1-2900-gdf79404cd8, Yosys 0.63+post, stock flow scripts
make -C /OpenROAD-flow-scripts/flow DESIGN_CONFIG=/design/flow/config.mk WORK_HOME=/design/flow/orfs finish
==> flow/config.mk <==
export PLATFORM = sky130hd
export DESIGN_NAME = uart_tx
export DESIGN_NICKNAME = uart_tx
export VERILOG_FILES = /design/flow/design.v
export SDC_FILE = /design/flow/constraint.sdc
export NUM_CORES = 4
export LEC_CHECK = 1
export CORE_UTILIZATION = 30
==> flow/constraint.sdc <==
current_design uart_tx

set clk_period 3.1
set clk_io_pct 0.2

create_clock -name clk0 -period $clk_period [get_ports {i_clock}]

set non_clock_inputs [all_inputs -no_clocks]
set_input_delay [expr $clk_period * $clk_io_pct] -clock clk0 $non_clock_inputs
set_output_delay [expr $clk_period * $clk_io_pct] -clock clk0 [all_outputs]
==> COMMIT_EDITMSG <==
Update PnR metrics after Yosys + OpenROAD run

- Result of the run: complete, no violations
* Fill cells: roughly 400
- After synthesis, the chip area reported by Yosys is approximately 0.0014 mm².
* Buffers inserted by post-CTS timing repair: 0
- Fraction of layout instances using a drive strength above 1: roughly 9.9%
- Via count of the first global-routing pass: between 700 and 800
* Static leakage: around 0.00062 µW
* Setup repair after global routing missed its margin: no
- Initial antenna violation count: 0
- Summed over all layers, the global routing overflow is 0.
- Inserted Clock Buffers: 5
* Required time at the endpoint of the critical path: between 2 and 2.5 ns
- Clock slew at the register clock pins of the worst setup and hold paths: approximately 0.060 ns
* Maximum achievable frequency: 459 MHz
* Worst min-delay path startpoint: r_clockCounter[0]$_SDFFCE_PN0P_
- Floorplan Utilization: roughly a third
- In this run the deepest clock path goes through 2 buffers.
- Count of tool warnings: 29
- In the final report, the number of hold violations comes to 0.
* Clk_skew: just over 0.006 ns
* Residual DRC count: 0
- WL per Instance: approximately 11 µm
* Crit path buf inv count: 3
- TritonCTS built the clock tree.
- Final Cycle Share: about 70%
* Number of inserted diodes: 0
- Count of flip-flops with a built-in enable after synthesis: 32
- For this run, the number of Yosys warnings is 1.
- Detailed placement reports a standard cell area of roughly 0.0016 mm².
* Overall die width: about 70 µm
- After synthesis the netlist holds a flip-flop and latch count of 32.
- Number of instances resized during post-cts repair: 0
- Drt total wl: approximately 1800 µm
- The path class of the tightest hold or removal check is reg -> reg.
- Total stage count of the critical path: 4
- Ports: 13
* Dominant register cell in the synthesized netlist: edfxtp_1
- Total power per unit cell area: 930 mW/mm²
- The first TritonRoute pass finished after 4 iterations.
- Post-Layout Inst Area: approximately 0.0017 mm²
* Crit path launch: r_state[0]$_DFFE_PP_
- edfxtp_1 takes more of the synthesized area than any other cell.
- The max-slew check reports its worst relative slack as ~58%.
* CP endpoint kind: output pin
* Global placer's final weighted congestion: approximately 0.8
- The report puts the hold buffer count at CTS at 0.
* Final setup vio count: 0
- Wire length of the first global-routing pass: 3260 µm
- Area of the core: 0.00441 mm²
* Number of vias per cell after detailed routing: 4.31
- Netlist Area Pre-Place: about 0.0014 mm²
- Nets still carrying antenna violations after routing amount to 0.
- Fraction of registers with async set/reset: 0%
- Final Critical Period: about 2.2 ns
- Sort of element at the start of the critical path: register
* Total via count in the routed design: around 750
- The worst-case IR drop observed on VDD is approximately 0.5 mV.
- The longest incremental delay of any stage on the critical path is reported as 0.48 ns.
- Clock tree synthesis found a total of 32 sinks.
- Data arrives at the worst endpoint at 1.56 ns.
* Crit path max-delay family: buffers and inverters
- After synthesis, the netlist uses 26 different library cells.
* Worst flop-to-flop path startpoint: r_state[1]$_DFFE_PP_
* R2R cell count: 4
* Yosys stat cell total: around 90
- Sorting the synthesis cell report by count puts at the top edfxtp_1.
* Most prevalent standard cell on the critical path: inv_1
* Worst-case setup margin in the final layout: just over 0.9 ns
- The synthesis report lists the most area-consuming cells as edfxtp_1 (69%), ha_1 (6.3%), inv_1 (2.4%).
* Pre-CTS worst setup slack: 1.15 ns
- The chip occupies 0.00492 mm².
- Hold timing on the final database bottoms out at a slack of about 0.6 ns.
- Summed over all nets, the half-perimeter wirelength after detailed placement is between 1000 and 1500 µm.
- For the worst-skew pair, the clock arrives at the later sink with an insertion delay of 0.28 ns.
* Setup CP Type: reg -> out
- Die Y: 70.2 µm
- Relative to the synthesized area, the layout overhead comes to 20.4%.
- Gate Count Post-Synth: between 90 and 100
- The synthesis run shows the most used standard cells to be edfxtp_1 (32), inv_1 (9), ha_1 (7), nor2_1 (7), nor3_1 (5).
- Ordered cell list for the critical path: inv_1, ha_1, inv_1, clkdlybuf4s50_1
- GRT Total Usage: 8.86%
- Hold analysis shows the worst path with a depth of 1.
* Final Max Slew Viols: 0
- Among all stages on the critical path, the largest delay is contributed by clkdlybuf4s50_1.
- Core Rows: 24
* Pin slew with the least headroom to its limit: around 0.64 ns
* Number of max-cap violations: 0
- Of the post-synthesis cell area, the dominant cell type holds between 60% and 70%.
* Clk root buf: clkbuf_8
- Top fanout value on the critical path: 4
* Overall power of the completed layout: around 1600 µW
- Final TNS setup: 0 ns
- Entering global routing, the biggest net connects 17 pins.
- Detailed-route iteration 0 reported a violation count of 28.
* H-tree Lvls: 2
- Number of buffer cells added on primary ports: 12
- Sequential-to-total area share from yosys stat: between 60% and 70%
- A synthesized cell averages 15.2 µm².
-- metrics by stage --
stage               utilization, %  cells
floorplan                        -    103
global placement              36.2    165
detailed placement            36.2    165
CTS                           38.0    173
global route                  38.0    173
finish                        38.0    173
-- routing by layer --
| layer | vias to the layer above | track usage (%) | wire (µm) |
|---|---|---|---|
| met5 | - | 0 | 0 |
| met4 | 0 | 1.33 | 32 |
| met3 | 4 | 4.96 | 122 |
| met2 | 19 | 14.1 | 899 |
| met1 | 346 | 11.2 | 771 |
| li1 | 377 | - | - |
-- power breakdown --
group          internal, µW  leakage (µW)  switching [µW]
Sequential              722      0.000314            99.1
Clock                   156     0.0000399             132
Combinational           197      0.000267             255
-- final cells by class --
cell class                 instances  area [µm²]  area share (%)
sequential                        32         961            57.3
multi-input combinational         59         414            24.7
timing repair buffer              12         120            7.16
clock buffer                       7        76.3            4.55
tap                               52        65.1            3.88
inverter                          10        37.5            2.24
clock inverter                     1        3.75           0.224
-- path summary, 6_finish.rpt --
path | end | slack [ns]
max | o_txBusy | 0.92
min | r_clockCounter[0]$_SDFFCE_PN0P_ | 0.61
max reg2reg | r_clockCounter[1]$_SDFFCE_PN0P_ | 1.12
min reg2reg | r_clockCounter[0]$_SDFFCE_PN0P_ | 0.61
-- logic make-up (layout without fill, tap and decap cells) --
logic type / Yosys count / in the layout / synth area share (%)
flip-flops: 32 / 32 / 68.9
AND-OR/OR-AND: 7 / 7 / 4.40
adder cells (fa/ha/maj): 7 / 7 / 6.28
multiplexers: 3 / 3 / 3.50
buffers and inverters: 12 / 30 / 4.31
other: 2 / 13 / 0.539
AND/OR/NAND/NOR: 25 / 25 / 9.52
XOR/XNOR: 4 / 4 / 2.51
-- state kept, by name, indices dropped and copies added, names as in the netlist --
signal          cells
o_txSerial          1
r_bitCounter        4
r_txData            9
r_state             2
r_clockCounter     16
-- cell usage in the layout (no fill, tap or decap) --
| cell type | netlist | layout |
|---|---|---|
| nor3_1 | 5 | 5 |
| and2_1 | 2 | 2 |
| conb_1 | 2 | 13 |
| edfxtp_1 | 32 | 32 |
| o31ai_2 | 1 | 1 |
| a31oi_1 | 1 | 1 |
| ha_1 | 7 | 7 |
| nor2_1 | 7 | 7 |
| nand2_1 | 2 | 2 |
| mux2_4 | 1 | 1 |
| and2b_2 | 1 | 1 |
| a221oi_2 | 1 | 1 |
| mux2_2 | 1 | 1 |
| clkbuf_1 | 0 | 2 |
| nor4_1 | 3 | 3 |
| and3_1 | 1 | 1 |
| a31o_1 | 1 | 1 |
| clkinv_1 | 1 | 2 |
| mux4_2 | 1 | 1 |
| clkdlybuf4s50_1 | 0 | 12 |
| nand4_2 | 1 | 1 |
| xnor2_1 | 2 | 2 |
| clkbuf_8 | 0 | 5 |
| xor2_1 | 2 | 2 |
| o21ai_0 | 2 | 2 |
| nand3_1 | 3 | 3 |
| o311ai_1 | 1 | 1 |
| inv_1 | 9 | 9 |
Power and IR drop assume default switching activity.
