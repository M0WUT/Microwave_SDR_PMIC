## ./config.mk

```make
export PLATFORM = sky130hd
export DESIGN_NAME = rail_good_generator
export DESIGN_NICKNAME = rail_good_generator
export VERILOG_FILES = /design/flow/design.v
export SDC_FILE = /design/flow/constraint.sdc
export NUM_CORES = 4
export LEC_CHECK = 1
export CORE_AREA = 10 10 97 97
export DIE_AREA = 0 0 107 107
```

## ./constraint.sdc

```tcl
current_design rail_good_generator

set clk_period 4.7
set clk_io_pct 0.2

create_clock -name clk0 -period $clk_period [get_ports {i_clk}]

set non_clock_inputs [all_inputs -no_clocks]
set_input_delay [expr $clk_period * $clk_io_pct] -clock clk0 $non_clock_inputs
set_output_delay [expr $clk_period * $clk_io_pct] -clock clk0 [all_outputs]
```

## ./design.v

```verilog
module rail_good_generator #(
	parameter STARTUP_DELAY = 32'd0
	)(
	input i_clk,
    input i_rail1, 
    input i_rail2,
    input i_rail3,
    output o_allGood
);
reg [31:0] r_counter = 0;
reg r_delayComplete = 0;
wire w_allGood;
assign w_allGood = (i_rail1 && i_rail2 && i_rail3);
assign o_allGood = w_allGood && r_delayComplete;
always @(posedge i_clk)begin
	if(w_allGood && ~r_delayComplete) begin
		r_counter <= r_counter + 1;
	end else begin
		r_counter <= 0;
	end
	if(r_counter > STARTUP_DELAY) begin
		r_delayComplete <= 1'b1;
	end else begin
		r_delayComplete <= r_delayComplete;
	end
end
endmodule
```

## ./run.sh

```bash
#!/bin/bash
# OpenROAD 26Q1-2900-gdf79404cd8, Yosys 0.63+post, stock flow scripts
make -C /OpenROAD-flow-scripts/flow DESIGN_CONFIG=/design/flow/config.mk WORK_HOME=/design/flow/orfs finish
```

==> job_summary.md <==
## Implementation flow summary

| Metric | Value |
|---|---|
| Worst reg-to-reg path cell count | 5 |
| Total Die Area | 11400 sq um |
| Post-CTS Setup Repair Bufs | 0 |
| Average size of a mapped cell | 8.49 sq um |
| Die y size | 107 microns |
| Critical Path Slowest Stage Cell | sky130_fd_sc_hd__clkdlybuf4s50_1 |
| Placement row count | 31 |
| Top achievable clock speed | 324 MHz |
| Clock power frac | 0.403 |
| Synthesized area | 1610 sq um |
| Yosys Warn Count | 1 |
| Reg-to-reg startpoint | r_counter[0] |
| Number of antenna violations at the first check in global routing | 0 |
| Post-Place Cell Area | 1750 sq um |
| Internal power contribution | 386 uW |
| Hold violation count in the final report | 0 |
| Total power consumption of the routed design | 484 uW |
| Remaining antenna violation count | 0 |
| Most instantiated logic cell after routing | sky130_fd_sc_hd__dfxtp_1 |
| Worst vdd ir | 0.162 mV |
| Highest cell delay on the worst timing path | 0.47 ns |
| Power density normalized to cell area | 266 nW/um^2 |
| Count of unresolved DRC violations after routing | 0 |
| Most frequent cell on the critical path | sky130_fd_sc_hd__clkdlybuf4s50_1 |
| Share of the clock period used by the worst path | 0.656 |
| Final-layout worst hold slack | 0.478 ns |
| H-Tree Level Count | 2 |
| Width of the die | 107 microns |
| Launch point of the worst path | i_rail3 |
| Post-route design area | 1820 sq um |
| NetSw | 98.7 uW |
| Number of clock sinks | 33 |
| Seq/Total Area, Yosys | 0.416 |
| FP Core Util | 0.221 |
| TritonCTS clock tree | done |
| Worst Hold Depth | 2 |
| Wire length of the first global-routing pass | 5550 microns |
| Type of the setup path with the least slack | in -> out |
| Capturing point of the worst reg2reg path | r_counter[22] |
| Setup repair after global routing missed its margin | false |
| Hold Startpoint | r_counter[31] |
| Signal arrival time at the worst endpoint | 2.14 ns |
| Port-buffer cells | 4 |
| Number of buffers added by the clock tree synthesis step | 5 |
| Number of optimization iterations in the first detailed-route pass | 4 |
| Core area | 7290 sq um |
| Combinational group share of total power | 0.015 |
| Grt ovf | 0 |
| Clock latency reported for the late side of the worst-skew pair | 0.28 ns |
| Sort of element at the end of the critical path | output port |
| First DRT Iteration DRCs | 83 |
| Syn-to-layout area delta | 12.9% |
| Via count of the first global-routing pass | 1217 |
| All-Layer GR Usage | 0.0559 |
| Core Util, Final | 0.250 |
| Most common logic cells in the final layout | sky130_fd_sc_hd__dfxtp_1 (32), sky130_fd_sc_hd__nor2_1 (17), sky130_fd_sc_hd__nand2_1 (13), sky130_fd_sc_hd__or3_1 (13), sky130_fd_sc_hd__a21oi_1 (12) |
| Final Max-Slew Violation Tally | 0 |
| Fill cell instance count of the final layout | 809 |
| Total via count after detailed routing | 1354 |
| I/O pin count | 5 |
| Required time of the critical path | 3.76 ns |
| Sw frac | 0.204 |
| Clock slew seen by the registers of the worst setup and hold paths | 0.06 ns |
| Yosys cell count | 190 |
| Detailed-route wire length per cell | 10.9 microns |
| Post-detailed-routing wire length | 3190 microns |
| Worst Hold Endpoint | r_counter[31] |
| Yosys chip area | 1610 sq um |
| Shortest period the worst path allows | 3.08 ns |
| Number of warnings in the stage logs | 26 |
| Run status | finished, final reports clean |
| Detailed Place HPWL | 2200 microns |
| Count of different cell masters after synthesis | 32 |
| Largest net degree at the start of global routing | 29 |
| Library cell used as clock root buffer | sky130_fd_sc_hd__clkbuf_8 |
| Hold WC Path Type | reg -> reg |
| Final Skew | 0.00445 ns |
| Post-cts hold-fix buffer tally | 0 |
| Routability Congestion | 0.774 |
| Type of origin of the critical path | input pin |
| R2R setup slack | 2.65 ns |
| Count of maximum capacitance violations | 0 |
| Maximum buffer depth of the clock tree | 2 |
| Antenna diode instance count | 0 |
| Synthesized flop and latch total | 33 |
| Worst-path maximum fanout | 6 |
| Post-DR vias/cell | 4.62 |
| Total setup violations reported at the end of the flow | 0 |
| Resized cells post-CTS | 0 |
| Cells after synthesis | 190 |
| Reported leakage power | 0.000512 uW |
| Series of cell instances along the critical path | clkdlybuf4s50_1 > nand3_1 > nor2_1 > clkdlybuf4s50_1 |
| Sequential share of power | 0.582 |
| TNS Setup | 0 ns |
| Fraction of final layout cells with drive strength greater than 1 | 0.0567 |
worst max-delay path: cells and delay by family:
kind / cells / cell delay [ns]
AND/OR/NAND/NOR: 2 / 0.27
buffers and inverters: 2 / 0.92
cell families after synthesis:
| kind of cell | Yosys count | share of synthesized area |
|---|---|---|
| AND-OR/OR-AND | 28 | 0.0961 |
| XOR/XNOR | 13 | 0.0705 |
| adder cells (fa/ha/maj) | 2 | 0.0155 |
| buffers and inverters | 15 | 0.0411 |
| flip-flops | 33 | 0.416 |
| multiplexers | 2 | 0.0124 |
| other | 1 | 0.00232 |
| AND/OR/NAND/NOR | 96 | 0.347 |
metal layers:
metal | part of all wire | routed length, microns | global-route usage | vias up
li1 | - | - | - | 706
met1 | 0.52 | 1660 | 0.0824 | 628
met2 | 0.45 | 1420 | 0.0847 | 20
met3 | 0.033 | 104 | 0.0133 | 0
met4 | 0 | 0 | 0.00484 | 0
met5 | 0 | 0 | 0 | -
cells in the mapped netlist:
master,n,area (sq um)
sky130_fd_sc_hd__nand3_1,10,50.1
sky130_fd_sc_hd__nand3_2,2,20.0
sky130_fd_sc_hd__nand4_2,1,12.5
sky130_fd_sc_hd__xnor2_1,9,78.8
sky130_fd_sc_hd__inv_1,7,26.3
sky130_fd_sc_hd__and3_1,2,12.5
sky130_fd_sc_hd__nor3_1,2,10.0
sky130_fd_sc_hd__mux2i_1,2,20.0
sky130_fd_sc_hd__or4_1,6,45.0
sky130_fd_sc_hd__and4_1,6,52.6
sky130_fd_sc_hd__o31ai_1,3,22.5
sky130_fd_sc_hd__nor4b_1,1,8.76
sky130_fd_sc_hd__nand2_1,13,48.8
sky130_fd_sc_hd__edfxtp_1,1,30.0
sky130_fd_sc_hd__and2_1,1,6.26
sky130_fd_sc_hd__buf_6,1,11.3
sky130_fd_sc_hd__clkbuf_1,5,18.8
sky130_fd_sc_hd__o211ai_1,3,22.5
sky130_fd_sc_hd__a21oi_1,12,60.1
sky130_fd_sc_hd__nor2_1,17,63.8
sky130_fd_sc_hd__nor4_1,11,68.8
sky130_fd_sc_hd__clkbuf_2,2,10.0
sky130_fd_sc_hd__dfxtp_1,32,641
sky130_fd_sc_hd__nand4bb_1,1,11.3
sky130_fd_sc_hd__nand4_1,8,50.1
sky130_fd_sc_hd__ha_1,2,25.0
sky130_fd_sc_hd__nand2b_1,1,6.26
sky130_fd_sc_hd__conb_1,1,3.75
sky130_fd_sc_hd__or3_1,13,81.3
sky130_fd_sc_hd__or4_4,1,11.3
sky130_fd_sc_hd__xor2_1,4,35.0
sky130_fd_sc_hd__o21ai_0,10,50.1
sequential cells by signal, summed over array words and instances (netlist names):
name and cells:
r_counter 32, r_delayComplete 1
worst max-delay path by stage:
stage | to | slack [ns]
finish | o_allGood | 1.62
CTS | o_allGood | 1.60
global route | o_allGood | 1.51
final cells by class:
type                            count  area [sq um]  share of cell area
Multi-Input combinational cell    142           877               0.481
Sequential cell                    33           671               0.368
Tap cell                           99           124              0.0679
Clock buffer                        6          72.6              0.0398
Timing Repair Buffer                5          47.5              0.0261
Inverter                            7          26.3              0.0144
Clock inverter                      1          5.00             0.00275
power groups by stage:
stage	clock, uW	combinational [uW]	sequential [uW]
6_report	195	7.08	282
4_1_cts	205	7.24	282
5_1_grt	219	7.91	282
metrics by stage:
step	setup slack, ns	std cells
after floorplan	2.65	190
after global placement	1.64	286
after detailed placement	1.60	286
after CTS	1.60	293
after global routing	1.51	293
final	1.62	293
Power is estimated from default activity; no workload was simulated.
